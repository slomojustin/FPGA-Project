$ cat /design/flow/run.sh
#!/bin/bash
# OpenROAD 26Q1-2900-gdf79404cd8, Yosys 0.63+post, stock flow scripts
make -C /OpenROAD-flow-scripts/flow DESIGN_CONFIG=/design/flow/config.mk WORK_HOME=/design/flow/orfs finish
$ cat /design/flow/config.mk
export PLATFORM = sky130hd
export DESIGN_NAME = bp_cache_cp4
export DESIGN_NICKNAME = bp_cache_cp4
export VERILOG_FILES = /design/flow/design.v
export SDC_FILE = /design/flow/constraint.sdc
export NUM_CORES = 4
export LEC_CHECK = 1
export CORE_UTILIZATION = 50
$ cat /design/flow/constraint.sdc
current_design bp_cache_cp4

set clk_period 9.8
set clk_io_pct 0.2

create_clock -name clk0 -period $clk_period [get_ports {clk}]

set non_clock_inputs [all_inputs -no_clocks]
set_input_delay [expr $clk_period * $clk_io_pct] -clock clk0 $non_clock_inputs
set_output_delay [expr $clk_period * $clk_io_pct] -clock clk0 [all_outputs]
$ cat /design/flow/design.v
module bp_cache_cp4 #(
    parameter AWIDTH = 30,   
    parameter DWIDTH = 2,    
    parameter LINES = 8      
) (
    input clk,
    input reset,
    input [AWIDTH-1:0] ra0,
    output reg [DWIDTH-1:0] dout0,
    output reg hit0,
    input [AWIDTH-1:0] ra1,
    output reg [DWIDTH-1:0] dout1,
    output reg hit1,
    input [AWIDTH-1:0] wa,
    input [DWIDTH-1:0] din,
    input we
);
    localparam INDEX_BITS = $clog2(LINES);
    localparam TAG_WIDTH = AWIDTH - INDEX_BITS;
    reg [TAG_WIDTH-1:0] tags [0:LINES-1];
    reg valid [0:LINES-1];
    reg [DWIDTH-1:0] data [0:LINES-1];
    wire [INDEX_BITS-1:0] index0 = ra0[INDEX_BITS-1:0];
    wire [INDEX_BITS-1:0] index1 = ra1[INDEX_BITS-1:0];
    wire [INDEX_BITS-1:0] write_index = wa[INDEX_BITS-1:0];
    wire [TAG_WIDTH-1:0] tag0 = ra0[AWIDTH - 1 : INDEX_BITS];
    wire [TAG_WIDTH-1:0] tag1 = ra1[AWIDTH - 1 : INDEX_BITS];
    wire [TAG_WIDTH-1:0] write_tag = wa[AWIDTH - 1 : INDEX_BITS];
    always @(*) begin
        if (valid[index0] && tags[index0] == tag0) begin
            dout0 = data[index0];
            hit0 = 1'b1;
        end else begin
            dout0 = 'd0;
            hit0 = 1'b0;
        end
    end
    always @(*) begin
        if (valid[index1] && tags[index1] == tag1) begin
            dout1 = data[index1];
            hit1 = 1'b1;
        end else begin
            dout1 = 'd0;
            hit1 = 1'b0;
        end
    end
    integer i;
    always @(posedge clk) begin
        if (reset) begin
            for (i = 0; i < LINES; i = i + 1) begin
                valid[i] = 1'b0;
                tags[i] = 'd0;
                data[i] = 'd0;
            end
        end else if (we) begin
            tags[write_index] <= write_tag;
            data[write_index] <= din;
            valid[write_index] <= 1'b1;
        end
    end
endmodule
==> results.py <==
# Synthesis and PnR figures
metrics = {
    "global_route": {
        "antenna_found_initial": 1,
        "grt_first_pass_wirelength_mm": 55.93,
        "grt-ovfl-total": 0,
        "grt_max_degree": 37,
        "grt_usage": 0.3264,
        "grt_pass1_vias": 8803,
    },
    "routing": {
        "drtAntennaViolNets": 0,
        "route.vias.total": 8234,
        "drt_iter0_drc": 462,
        "wl_per_cell_microns": 28.47,
        "first_pass_iters": 7,
        "route.met3.wl_mm": 5.669,
        "wl_met2_mm": 18.09,
        "wl_met1_mm": 13.48,
        "drt_wl_total_mm": 38.23,
        "route.top_layer_used": "met4",
        "drcViolationCount": 0,
        "viasPerCell": 6.131,
    },
    "final_timing": {
        "setup_tns_ns": 0,
        "fin_crit_sh": 0.7822,
        "fmax_ghz": 0.1305,
        "rsz0062_at_grt": "no",
        "setup_viol": 0,
        "fin_skew_ns": 0,
        "max_slew_margin": 0.3335,
        "hold_viol": 0,
        "slew_viol_final": 0,
        "tightestPinTransition_ns": 0.9906,
        "min_period_ns": 7.666,
    },
    "outcome": {
        "status": "finished, final reports clean",
    },
    "floorplan": {
        "dieHeight_microns": 164.6,
        "core.rowCount": 59,
        "fp_util": 0.5088,
        "dieWidth_microns": 164.6,
        "die_area_sq_um": 27090,
        "core_sq_um": 25980,
        "ios": 101,
    },
    "pwr": {
        "powerDensity_nw_per_um2": 163.2,
        "ir_drop_v": 0.0001901,
        "p_leak_uw": 0.005593,
    },
    "logic_synthesis": {
        "numSynthFlops": 240,
        "postSynthCellCount": 889,
        "yosysWarningCount": 1,
        "synth-seq-area-share": 0.5391,
        "ys_cells": 889,
        "synth_area_sq_um": 13220,
        "yosys_area_sq_um": 13220,
        "synthDistinctLibCells": 50,
        "syn_avg_cell_area_sq_um": 14.87,
    },
    "cts": {
        "postCtsHoldBufs": 0,
        "postCtsSetupRepairBufs": 0,
        "cts_buffers": 27,
        "cts_root_buf": "clkbuf_16",
        "htree_num_levels": 1,
        "clockBufferDepth": 3,
        "tritoncts": "yes",
        "cts_sinks": 240,
        "clkTransAtPathRegs_ns": 0.06,
        "clock_latency_ns": 0.53,
        "ctsResizeCount": 0,
    },
    "place": {
        "dp.cells": 1293,
        "dpl.hpwl_mm": 22.52,
        "gp_congestion": 0.8617,
        "place.port_buffers": 100,
    },
    "finish": {
        "area_growth_syn_to_layout_pct": 16.77,
        "drive_gt1_frac": 0.1857,
        "finalNonFillerCells": 1343,
    },
    "worst_setup_path": {
        "critPathLaunchType": "primary input",
        "worstSetupPathType": "primary input to primary output",
        "crit_fanout": 35,
        "cp-end-kind": "primary output",
        "r2r_slack_ns": 9.22,
        "crit_required_ns": 7.84,
        "crit_arrival_ns": 5.71,
        "r2r_cells": 1,
        "r2r-end": "valid[0]",
        "r2r-start": "valid[0]",
    },
    "min_path": {
        "whs_path_depth": 1,
        "hp-start": "valid[4]",
        "hold_path_class": "flip-flop to flip-flop",
        "hold_end": "valid[4]",
    },
    "run": {
        "max_cap_violations": 0,
        "warnings": 25,
    },
}
-- critical path: stages --
cell and delay (ns):
buf_4 0.54, buf_4 0.49, mux4_2 0.55, mux2i_1 0.19
xor2_1 0.18, nand4_1 0.12, nor4_1 0.88, and3_1 0.29
clkdlybuf4s50_1 0.46
-- kinds of logic after synthesis --
| kind of cell | after synthesis | share of synthesized area |
|---|---|---|
| AND-OR/OR-AND | 51 | 0.02868 |
| XOR/XNOR | 45 | 0.02981 |
| buffers and inverters | 63 | 0.02518 |
| flip-flops | 240 | 0.5391 |
| multiplexers | 185 | 0.2358 |
| AND/OR/NAND/NOR | 305 | 0.1415 |
-- cell usage after synthesis (all sizes together) --
library cell    n  area share
xnor2          18       0.012
buf            32       0.016
mux4           98        0.17
o31a            1     0.00066
nor3            2     0.00076
a211oi          1     0.00057
clkbuf         29      0.0082
nand2          14      0.0040
a21o            9      0.0051
nand4          11      0.0057
nor4b           1      0.0011
nor2           11      0.0033
dfxtp           8       0.012
o21ai           7      0.0026
o22a            2      0.0013
nand2b          6      0.0028
a22oi          15      0.0085
inv             2     0.00057
o211ai          1     0.00057
and2          233        0.11
nand3b          2      0.0011
nand3           3      0.0011
a22o            1     0.00066
and3            8      0.0038
edfxtp        232        0.53
a21oi           6      0.0023
and2b           1     0.00057
nor4            5      0.0028
nor2b           2     0.00095
nor3b           1     0.00057
a2111oi         3      0.0034
mux2            4      0.0034
a31oi           1     0.00047
or2             2     0.00095
o22ai           1     0.00047
and4            1     0.00066
xor2           27       0.018
a221oi          1     0.00066
mux2i          83       0.063
or3             2     0.00095
a31o            2      0.0013
-- placed cells by master, fill, tap and decap left out, types with 9 or more instances in the layout --
master,n
xnor2_1,18
a22oi_1,15
clkinv_1,9
mux2i_1,83
a21o_1,9
mux4_1,9
clkbuf_16,27
nand4_1,10
nand2_1,14
edfxtp_1,232
clkdlybuf4s50_1,94
xor2_1,27
mux4_2,89
buf_4,33
and2_1,233
-- flip-flops by register name, summed over array words and instances, names as in the netlist --
register,cells
valid,8
data,16
tags,216
-- worst max path at each step --
stage,start,to,slack (ns),cells past startpoint
after global routing,ra1[1],hit1,1.96,9
final,ra1[1],dout1[1],2.13,9
after CTS,ra1[1],dout1[1],2.13,9
-- through the flow --
step                hold slack, ns  instance area [sq um]  total power (uW)    util  setup slack [ns]
floorplan                   0.4353                  13220              1444       -             4.011
global placement            0.4480                  14610              1584  0.5623             2.164
detailed placement          0.4598                  14610              1590  0.5623             2.139
CTS                         0.4749                  15430              2537  0.5940             2.127
global route                0.5000                  15440              2606  0.5941             1.955
finish                      0.4750                  15440              2519  0.5941             2.134
-- layer usage --
metal  track usage  vias up
li1              -     3610
met1        0.4390     4010
met2        0.4832      545
met3        0.2015       69
met4       0.07006        0
met5             0        -
-- power breakdown --
group	leakage, uW	switching, uW	internal (uW)	total [uW]
Clock	0.000401	397	554	951
Combinational	0.00290	184	164	348
Sequential	0.00229	30.3	1190	1220
Total	0.00559	611	1910	2520
-- final cells by class --
type,count,area [sq um]
fillers,1977,10550
flip-flops and latches,240,7127
multi-input cells,586,5853
repair buffers,130,1204
clock buffers,32,694.4
well taps,335,419.2
clock inverters,17,130.1
inverters,2,7.507
diodes,1,2.502
Power figures rest on the tool's default switching activity, not on a simulated workload.
