--- ./run.sh ---
#!/bin/bash
# OpenROAD 26Q1-2900-gdf79404cd8, Yosys 0.63+post, stock flow scripts
make -C /OpenROAD-flow-scripts/flow DESIGN_CONFIG=/design/flow/config.mk WORK_HOME=/design/flow/orfs finish
--- ./config.mk ---
export PLATFORM = sky130hd
export DESIGN_NAME = branch_predictor
export DESIGN_NICKNAME = branch_predictor
export VERILOG_FILES = /design/flow/design.v
export SDC_FILE = /design/flow/constraint.sdc
export NUM_CORES = 4
export LEC_CHECK = 1
export CORE_UTILIZATION = 40
--- ./constraint.sdc ---
current_design branch_predictor

set clk_period 60.6
set clk_io_pct 0.2

create_clock -name clk0 -period $clk_period [get_ports {clk}]

set non_clock_inputs [all_inputs -no_clocks]
set_input_delay [expr $clk_period * $clk_io_pct] -clock clk0 $non_clock_inputs
set_output_delay [expr $clk_period * $clk_io_pct] -clock clk0 [all_outputs]
--- ./design.v ---
module bp_cache #(
    parameter AWIDTH = 30,   
    parameter DWIDTH = 2,    
    parameter LINES = 8      
) (
    input clk,
    input reset,
    input [AWIDTH-1:0] ra0,
    output reg [DWIDTH-1:0] dout0,
    output reg hit0,
    input [AWIDTH-1:0] ra1,
    output reg [DWIDTH-1:0] dout1,
    output reg hit1,
    input [AWIDTH-1:0] wa,
    input [DWIDTH-1:0] din,
    input we
);
    localparam INDEX_BITS = $clog2(LINES);
    localparam TAG_WIDTH = AWIDTH - INDEX_BITS;
    reg [TAG_WIDTH-1:0] tags [0:LINES-1];
    reg valid [0:LINES-1];
    reg [DWIDTH-1:0] data [0:LINES-1];
    wire [INDEX_BITS-1:0] index0 = ra0[INDEX_BITS-1:0];
    wire [INDEX_BITS-1:0] index1 = ra1[INDEX_BITS-1:0];
    wire [INDEX_BITS-1:0] write_index = wa[INDEX_BITS-1:0];
    wire [TAG_WIDTH-1:0] tag0 = ra0[AWIDTH - 1 : INDEX_BITS];
    wire [TAG_WIDTH-1:0] tag1 = ra1[AWIDTH - 1 : INDEX_BITS];
    wire [TAG_WIDTH-1:0] write_tag = wa[AWIDTH - 1 : INDEX_BITS];
    always @(*) begin
        if (valid[index0] && tags[index0] == tag0) begin
            dout0 = data[index0];
            hit0 = 1'b1;
        end else begin
            dout0 = 'd0;
            hit0 = 1'b0;
        end
    end
    always @(*) begin
        if (valid[index1] && tags[index1] == tag1) begin
            dout1 = data[index1];
            hit1 = 1'b1;
        end else begin
            dout1 = 'd0;
            hit1 = 1'b0;
        end
    end
    integer i;
    always @(posedge clk) begin
        if (reset) begin
            for (i = 0; i < LINES; i = i + 1) begin
                valid[i] = 1'b0;
                tags[i] = 'd0;
                data[i] = 'd0;
            end
        end else if (we) begin
            tags[write_index] <= write_tag;
            data[write_index] <= din;
            valid[write_index] <= 1'b1;
        end
    end
endmodule
module branch_predictor #(
    parameter PC_WIDTH=32,
    parameter LINES=128
) (
    input clk,
    input reset,
    input [PC_WIDTH-1:0] pc_guess,
    input is_br_guess,
    input [PC_WIDTH-1:0] pc_check,
    input is_br_check,
    input br_taken_check,
    output br_pred_taken
);
    wire cache_hit_guess, cache_hit_check;
    wire [1:0] cache_out_guess, cache_out_check;
    wire [1:0] sat_out;
    bp_cache #(
        .AWIDTH(PC_WIDTH-2),
        .DWIDTH(2),
        .LINES(LINES)
    ) cache (
        .clk(clk),
        .reset(reset),
        .ra0(pc_guess[PC_WIDTH-1:2]),
        .ra1(pc_check[PC_WIDTH-1:2]),
        .wa(pc_check[PC_WIDTH-1:2]),
        .din(cache_hit_check ? sat_out : (br_taken_check ? 2'b10 : 2'b01)),
        .we(is_br_check),
        .hit0(cache_hit_guess),
        .dout0(cache_out_guess),
        .hit1(cache_hit_check),
        .dout1(cache_out_check)
    );
    sat_updn #(
        .WIDTH(2)
    ) sat (
        .in(cache_out_check),
        .up(br_taken_check),
        .dn(!br_taken_check),
        .out(sat_out)
    );
    assign br_pred_taken = is_br_guess && cache_hit_guess && cache_out_guess[1];
endmodule
module sat_updn #(
    parameter WIDTH = 2
) (
    input  [WIDTH-1:0] in,
    input              up,
    input              dn,
    output [WIDTH-1:0] out
);
    reg [WIDTH-1:0] out_tmp;
    always @(*) begin
        if (up && !dn) begin
            if (in == {WIDTH{1'b1}})  
                out_tmp = in;
            else
                out_tmp = in + 1;
        end else if (!up && dn) begin
            if (in == {WIDTH{1'b0}})  
                out_tmp = in;
            else
                out_tmp = in - 1;
        end else begin
            out_tmp = in;
        end
    end
    assign out = out_tmp;
endmodule
==> out/metrics.cfg <==
[global_routing]
grtUsageTotal = 0.373
grt_max_degree = 161
grt_first_pass_wirelength_mm = 1050
antenna_found_initial = 97
first_global_vias = 128835
grt.overflow.total = 0

[clock_tree]
clockBufferDepth = 4
cts.sinks = 3328
root_buffer = clkbuf_16
cts_made_buffers = 359
cts_hold_buffers = 0
cts_tree = done
postCtsSetupRepairBufs = 0
clk_pin_slew_ns = 0.06
htreeDepth = 5
post_cts_resized = 0
clk_latency_ns = 1.02

[final_layout]
utilization = 0.445
mostFrequentLayoutCell = edfxtp_1
layout-drive-gt1-share = 0.211
fillers = 38483
logic_area_mm2 = 0.0722
seqCellArea_mm2 = 0.0987
synthToLayoutAreaGrowth_pct = 10.8
layout_top_cells = edfxtp_1 (3,200), and3_1 (1,811), mux4_2 (1,110), and2_1 (1,082), mux2i_1 (888)

[hold_path]
hold_end = cache.valid[0]
min_path_cells = 2
min-delay-start = cache.valid[0]
min_path_type = register to register

[synth]
ys_area_mm2 = 0.177
synth_cells = 13074
async_flop_share = 0
ys_ff = 3328
ys_types = 86
yosys_cells = 13074
syn_area_per_cell_um2 = 13.6
synth-edff-count = 3200
syn-cell-area_mm2 = 0.177
ys.warnings.count = 2
yosys_most_used_dff = edfxtp_1
ys_seq_frac = 0.557

[placed_design]
gp_congestion = 1.04
io_buffers = 65
dp.final_hpwl_mm = 462

[routing]
dr.first_iter.drc_count = 10879
postRouteAntennaNets = 0
routedWlPerCell_um = 41.0
viasPerCell = 6.65
route.vias.total = 125210
dr.pass1.iters = 24
wl_mm = 772
drc = 0

[critical_path]
cp_top_family = buffers and inverters
worstPathMaxFanout = 60
crit_type = input port to output port
rrSetupSlack_ns = 54.79
crit_chain = buf_8, buf_4, buf_4, buf_4, buf_4, buf_4, mux4_2, mux4_2, mux4_2, mux2i_1, xnor2_1, nor4_1, nand3_1, nor4_1, clkdlybuf4s50_1
rr_endpoint = cache.data[73][1]
max_stage_delay_ns = 1.02
cp_common_cell = buf_4
end_kind = output port
critPathBufInv = 7
reg2reg_from = cache.tags[79][18]
reg2reg_depth = 14
slowest_stage = mux2i_1
startpoint_type = input port
worstPathRequired_ns = 48.48
worst_ep_arrival_time_ns = 20.18

[run]
warning_count = 46
maxCapViolCount = 0

[sta]
finalCritPeriodShare = 0.533
max_freq_ghz = 0.0310
grt_setup_unrepaired = no
hold_ws_ns = 0.471
clock_skew_ns = 0.0476
relSlewSlack = 0.113
finalSetupViolations = 0
period_needed_ns = 32.30
tightest_slew_ns = 1.29
setup-tns-final_ns = 0
slew_viol_final = 0
hold_viol = 0

[power]
p_switching_w = 0.00153
vdd_drop_max_uv = 24.9
power.leakage_nw = 72.7
seq_power_share = 0.473
combPwrFrac = 0.133
power_frac_clock = 0.394
intPower_w = 0.00414
power.density_mw_per_mm2 = 28.9
switching_share = 0.270

[floorplan]
dieArea_mm2 = 0.446
coreArea_mm2 = 0.441
floorplan.core_util = 0.401
pin_count = 70
rows = 244
die_w_um = 668
die_y_um = 668

[status]
status = finished, final reports clean

-- worst max-delay path by stage --
| stage | startpoint | end | cells past startpoint |
|---|---|---|---|
| finish | pc_guess[3] | br_pred_taken | 15 |
| global route | pc_guess[3] | br_pred_taken | 15 |
| CTS | pc_guess[3] | br_pred_taken | 16 |
-- layout make-up --
class,instances,area share
timing repair buffer,712,0.0293
clock buffer,454,0.0486
sequential,3328,0.502
tap,5904,0.0376
clock inverter,210,0.0105
inverter,143,0.00280
antenna,88,0.00112
multi-input combinational,7984,0.368
-- cells by family (layout without fill, tap and decap cells) --
kind of cell / count (synthesis) / count (layout) / share of synthesized area
AND/OR/NAND/NOR: 4092 / 4092 / 0.136
other: 0 / 88 / 0
AND-OR/OR-AND: 1736 / 1736 / 0.0663
XOR/XNOR: 43 / 43 / 0.00213
flip-flops: 3328 / 3328 / 0.557
buffers and inverters: 1762 / 1519 / 0.0408
multiplexers: 2113 / 2113 / 0.199
-- worst min-delay path, stage by stage, from the launching register on --
cell,delay [ns]
dfxtp_1,0.32
inv_1,0.05
o21ai_0,0.06
-- flip-flops by register name, indices dropped and copies added, names as in the netlist --
register,flops
cache.data,256
cache.tags,2944
cache.valid,128
-- through the flow --
step,instances,power [W],setup slack [ns],area [µm²]
final,18823,0.00568,28.30,196000
after global routing,18785,0.00578,28.24,196000
after CTS,18735,0.00564,28.63,196000
after detailed placement,18071,0.00344,28.66,185000
after global placement,18071,0.00344,28.59,185000
after floorplan,13074,0.00311,32.64,177000
-- per-layer routing --
metal | track usage | up-vias | wire length, µm
li1 | - | 50362 | -
met1 | 0.392 | 61231 | 226000
met2 | 0.483 | 10785 | 317000
met3 | 0.319 | 2684 | 156000
met4 | 0.244 | 148 | 67200
met5 | 0.113 | - | 5720
-- cells in the mapped netlist, drive strengths merged, types with 9 or more instances --
library cell	count	area, µm²
a22oi	123	923
nand2b	95	594
o21ai	414	2070
a21boi	10	75.1
dfxtp	128	2560
a21oi	128	641
nand4	20	125
a221oi	195	1710
mux2i	888	8890
clkbuf	1181	4430
buf	438	2250
xor2	12	105
a222oi	13	130
a32oi	21	184
o31ai	9	67.6
o2bb2ai	19	166
o22ai	468	2930
mux4	1110	25000
nor2	259	972
or2	59	369
a22o	23	201
edfxtp	3200	96100
and2b	19	143
nand3b	10	75.1
o2111ai	12	105
nor3	169	851
nand3	81	405
a41oi	33	289
a21bo	11	110
and3b	16	140
a211oi	23	173
and3	1812	11300
a31oi	26	163
nand2	303	1140
nor2b	72	453
o211ai	36	275
nor4	59	375
mux2	115	1290
a221o	22	220
xnor2	31	272
o22a	13	114
o221ai	71	622
and2	1086	6790
inv	142	533
-- power groups by stage --
stage | combinational [W] | clock (W) | sequential (W)
after CTS | 0.000714 | 0.00224 | 0.00268
after global routing | 0.000756 | 0.00233 | 0.00270
final | 0.000755 | 0.00224 | 0.00268
Power figures rest on the tool's default switching activity, not on a simulated workload.
