## ./run.sh

```bash
#!/bin/bash
# OpenROAD 26Q1-2900-gdf79404cd8, Yosys 0.63+post, stock flow scripts
make -C /OpenROAD-flow-scripts/flow DESIGN_CONFIG=/design/flow/config.mk WORK_HOME=/design/flow/orfs finish
```

## ./config.mk

```make
export PLATFORM = sky130hd
export DESIGN_NAME = branch_predictor_cp4
export DESIGN_NICKNAME = branch_predictor_cp4
export VERILOG_FILES = /design/flow/design.v
export SDC_FILE = /design/flow/constraint.sdc
export NUM_CORES = 4
export LEC_CHECK = 1
export CORE_UTILIZATION = 40
```

## ./constraint.sdc

```tcl
current_design branch_predictor_cp4

set clk_period 80.8
set clk_io_pct 0.2

create_clock -name clk0 -period $clk_period [get_ports {clk}]

set non_clock_inputs [all_inputs -no_clocks]
set_input_delay [expr $clk_period * $clk_io_pct] -clock clk0 $non_clock_inputs
set_output_delay [expr $clk_period * $clk_io_pct] -clock clk0 [all_outputs]
```

## ./design.v

```verilog
module bp_cache #(
    parameter AWIDTH = 30,   
    parameter DWIDTH = 2,    
    parameter LINES = 8      
) (
    input clk,
    input reset,
    input [AWIDTH-1:0] ra0,
    output reg [DWIDTH-1:0] dout0,
    output reg hit0,
    input [AWIDTH-1:0] ra1,
    output reg [DWIDTH-1:0] dout1,
    output reg hit1,
    input [AWIDTH-1:0] wa,
    input [DWIDTH-1:0] din,
    input we
);
    localparam INDEX_BITS = $clog2(LINES);
    localparam TAG_WIDTH = AWIDTH - INDEX_BITS;
    reg [TAG_WIDTH-1:0] tags [0:LINES-1];
    reg valid [0:LINES-1];
    reg [DWIDTH-1:0] data [0:LINES-1];
    wire [INDEX_BITS-1:0] index0 = ra0[INDEX_BITS-1:0];
    wire [INDEX_BITS-1:0] index1 = ra1[INDEX_BITS-1:0];
    wire [INDEX_BITS-1:0] write_index = wa[INDEX_BITS-1:0];
    wire [TAG_WIDTH-1:0] tag0 = ra0[AWIDTH - 1 : INDEX_BITS];
    wire [TAG_WIDTH-1:0] tag1 = ra1[AWIDTH - 1 : INDEX_BITS];
    wire [TAG_WIDTH-1:0] write_tag = wa[AWIDTH - 1 : INDEX_BITS];
    always @(*) begin
        if (valid[index0] && tags[index0] == tag0) begin
            dout0 = data[index0];
            hit0 = 1'b1;
        end else begin
            dout0 = 'd0;
            hit0 = 1'b0;
        end
    end
    always @(*) begin
        if (valid[index1] && tags[index1] == tag1) begin
            dout1 = data[index1];
            hit1 = 1'b1;
        end else begin
            dout1 = 'd0;
            hit1 = 1'b0;
        end
    end
    integer i;
    always @(posedge clk) begin
        if (reset) begin
            for (i = 0; i < LINES; i = i + 1) begin
                valid[i] = 1'b0;
                tags[i] = 'd0;
                data[i] = 'd0;
            end
        end else if (we) begin
            tags[write_index] <= write_tag;
            data[write_index] <= din;
            valid[write_index] <= 1'b1;
        end
    end
endmodule
module sat_updn #(
    parameter WIDTH = 2
) (
    input  [WIDTH-1:0] in,
    input              up,
    input              dn,
    output [WIDTH-1:0] out
);
    reg [WIDTH-1:0] out_tmp;
    always @(*) begin
        if (up && !dn) begin
            if (in == {WIDTH{1'b1}})  
                out_tmp = in;
            else
                out_tmp = in + 1;
        end else if (!up && dn) begin
            if (in == {WIDTH{1'b0}})  
                out_tmp = in;
            else
                out_tmp = in - 1;
        end else begin
            out_tmp = in;
        end
    end
    assign out = out_tmp;
endmodule
module branch_predictor_cp4 #(
    parameter PC_WIDTH=32,
    parameter LINES=128
) (
    input clk,
    input reset,
    input [PC_WIDTH-1:0] pc_guess,
    input is_br_guess,
    input [PC_WIDTH-1:0] pc_check,
    input is_br_check,
    input br_taken_check,
    output br_pred_taken
);
    wire cache_hit_guess, cache_hit_check;
    wire [1:0] cache_out_guess, cache_out_check;
    wire [1:0] sat_out;
    bp_cache #(
        .AWIDTH(PC_WIDTH-2),
        .DWIDTH(2),
        .LINES(LINES)
    ) cache (
        .clk(clk),
        .reset(reset),
        .ra0(pc_guess[PC_WIDTH-1:2]),
        .ra1(pc_check[PC_WIDTH-1:2]),
        .wa(pc_check[PC_WIDTH-1:2]),
        .din(cache_hit_check ? sat_out : (br_taken_check ? 2'b10 : 2'b01)),
        .we(is_br_check),
        .hit0(cache_hit_guess),
        .dout0(cache_out_guess),
        .hit1(cache_hit_check),
        .dout1(cache_out_check)
    );
    sat_updn #(
        .WIDTH(2)
    ) sat (
        .in(cache_out_check),
        .up(br_taken_check),
        .dn(!br_taken_check),
        .out(sat_out)
    );
    assign br_pred_taken = is_br_guess && cache_hit_guess && cache_out_guess[1];
endmodule
```

==> flow_summary.toml <==
# yosys + openroad results
[drt]
drt_iter0_drc = 11400
first_pass_iters = 27
routed_wl_um = 772000
wl_per_cell_um = 40.9
postRouteAntennaNets = 0
via_per_inst = 6.68
drc_errors = 0
vias = 126000

[place]
place_ws_ns = 40.59
io_buffer_count = 65
hpwl_um = 467000
place.gp.congestion = 1.05
dp.cells = 18100

[clock_tree]
path_clk_slew_ns = 0.06
ctsHoldBuffers = 0
worstSkewPairLatency_ns = 1.02
post_cts_buffers = 0
cts_buffer_depth = 4
cts_buffers = 357
cts-root-buf = "clkbuf_16"
clock_sinks = 3328
cts_tree = "built"
htreeDepth = 5
cts_resized = 0

[yosys]
synthArstFlopShare_pct = 0
synth-main-ff-cell = "edfxtp_1"
syn_inst = 13100
ys_area_sq_um = 177000
yosysWarnings = 2
syn_area_per_cell_sq_um = 13.6
syn-cell-area_sq_um = 177000
yosysSeqAreaShare_pct = 55.7
ys_types = 86
ys_cells = 13100
numSynthFlops = 3328
edf_count = 3200

[sta]
finalSetupViolations = 0
setup_tns_ns = 0
finalClockPeriodUsage_pct = 49.7
max_freq_mhz = 24.9
period_minus_slack_ns = 40.18
skew_ns = 0.0620
finalWorstSetupSlack_ns = 40.62
finalHoldViolations = 0
rsz0062_at_grt = "no"
slew_violations = 0
worst_slew_pin_slew_ns = 1.29
slew_headroom_pct = 13.5

[finish]
regArea_sq_um = 98700
drive_gt1_share_pct = 21.0
fill_cells = 38600
stdcell_count = 18900
layout.cells.most_common_list = "edfxtp_1, and3_1, mux4_2"
lay_top_count = "edfxtp_1"
syn_to_final_growth_pct = 10.6
mi_logic_area_sq_um = 72200

[power_and_ir_drop]
combPwrFrac_pct = 13.5
p_per_area_nw_per_um2 = 21.4
p_leak_uw = 0.0725
p_clk_share_pct = 38.4
p_sw_share_pct = 27.3
internal_power_uw = 3050
seqPwrFrac_pct = 48.1
vdd_drop_max_uv = 17.7
power.switching_uw = 1140

[setup_path]
cp_max_fo = 55
worstPathArrival_ns = 24.02
startpoint_type = "input port"
rr_startpoint = "cache.tags[15][5]$_SDFFCE_PN0P_"
r2r_setup_slack_ns = 74.46
r2r_cells = 13
crit_path_max_incr_delay_ns = 0.99
crit_top_cell = "buf_4"
cp_data_required_time_ns = 64.64
critPathSlowestCell = "mux2i_1"
cp-end-kind = "output pin"
r2r_end = "cache.data[2][0]$_SDFFCE_PN0P_"
critPathKind = "input port to output pin"
cp_cell_sequence = "buf_16 -> buf_4 -> buf_4 -> buf_4 -> buf_4 -> buf_4 -> mux4_2 -> mux4_2 -> mux4_2 -> mux2i_1 -> xnor2_1 -> nor4_1 -> nand3_1 -> nor4_1 -> clkdlybuf4s50_1"

[hold_path]
hold_class = "register to register"
min_from = "cache.valid[0]$_DFF_P_"
min_to = "cache.valid[0]$_DFF_P_"
whs_path_depth = 2

[floorplanning]
die_height_um = 668
die_w_um = 668
core_util_floorplan_pct = 40.1
boundaryPins = 70
rows = 244
dieArea_sq_um = 446000
core_sq_um = 441000

[global_route]
grt_pass1_wl_um = 1050000
antenna_found_initial = 117
grt-ovfl-total = 0
grt_pass1_vias = 130000
grt_usage_pct = 37.2
grt_max_degree = 138

[flow_run]
maxCapViolCount = 0
warning_count = 37

[status]
outcome = "completed"
registers in the layout, indices dropped and copies added (netlist names):
register	cells
cache.data	256
cache.tags	2944
cache.valid	128
Yosys cell counts (23+ instances only):
| cell | number | area [sq um] |
|---|---|---|
| and3_1 | 1812 | 11300 |
| o221ai_1 | 71 | 622 |
| a22o_1 | 23 | 201 |
| mux2i_1 | 888 | 8890 |
| nor2b_1 | 71 | 444 |
| mux4_2 | 1110 | 25000 |
| buf_4 | 64 | 480 |
| and2_1 | 1086 | 6790 |
| a41oi_1 | 33 | 289 |
| a22oi_1 | 123 | 923 |
| inv_1 | 142 | 533 |
| mux2_2 | 114 | 1280 |
| xnor2_1 | 31 | 272 |
| dfxtp_1 | 128 | 2560 |
| a211oi_1 | 23 | 173 |
| or2_2 | 59 | 369 |
| a221oi_1 | 195 | 1710 |
| o21ai_0 | 414 | 2070 |
| nand2_1 | 303 | 1140 |
| o211ai_1 | 35 | 263 |
| nor2_1 | 259 | 972 |
| a21oi_1 | 128 | 641 |
| nor4_1 | 58 | 363 |
| nand3_1 | 81 | 405 |
| edfxtp_1 | 3200 | 96100 |
| buf_2 | 181 | 906 |
| nor3_1 | 168 | 841 |
| clkbuf_1 | 1180 | 4430 |
| buf_1 | 174 | 653 |
| o22ai_1 | 468 | 2930 |
| nand2b_1 | 95 | 594 |
| a31oi_1 | 26 | 163 |
critical path, delay by kind of cell:
family | cells | cell delay (ns)
XOR/XNOR | 1 | 0.12
buffers and inverters | 7 | 3.84
multiplexers | 4 | 2.82
AND/OR/NAND/NOR | 3 | 0.89
final cells by class:
cell class | instances | area share (%)
sequential | 3328 | 50.3
multi-input combinational | 7984 | 36.8
clock buffer | 467 | 4.90
tap | 5904 | 3.77
timing repair buffer | 718 | 2.97
clock inverter | 175 | 0.718
inverter | 143 | 0.280
antenna | 139 | 0.177
routing by layer:
| layer | share of wire [%] | GRT usage, % | vias to the layer above |
|---|---|---|---|
| met5 | 0.65 | 10.2 | - |
| met4 | 8.1 | 23.8 | 135 |
| met3 | 20 | 32.4 | 2690 |
| met2 | 42 | 48.5 | 11100 |
| met1 | 29 | 38.8 | 61600 |
| li1 | - | - | 50400 |
logic make-up (layout without fill, tap and decap cells):
logic type      Yosys count  count (layout)  synth area share [%]
mux                    2113            2113                  19.9
flops                  3328            3328                  55.7
other cells               0             139                     0
simple gates           4092            4092                  13.6
buf+inv                1762            1503                  4.08
compound gates         1736            1736                  6.63
xor+xnor                 43              43                 0.213
power by group through the flow:
stage | combinational [uW] | clock (uW) | sequential (uW)
6_report | 566 | 1610 | 2010
5_1_grt | 567 | 1670 | 2020
4_1_cts | 535 | 1610 | 2010
worst max-delay path by stage:
| stage | from | end | slack (ns) | cells after the start |
|---|---|---|---|---|
| 4_1_cts | pc_guess[2] | br_pred_taken | 40.59 | 16 |
| 5_1_grt | pc_guess[2] | br_pred_taken | 40.18 | 16 |
| 6_report | pc_guess[2] | br_pred_taken | 40.62 | 15 |
per-stage QoR:
stage | total power (uW) | cell area [sq um] | hold slack [ns] | util [%]
finish | 4190 | 196000 | 0.480 | 44.4
global route | 4260 | 196000 | 0.509 | 44.4
CTS | 4160 | 196000 | 0.479 | 44.3
detailed placement | 2580 | 185000 | 0.471 | 41.8
global placement | 2580 | 185000 | 0.471 | 41.8
floorplan | 2330 | 177000 | 0.443 | -
No activity file was given, so power comes from the tool's default toggle rates.
